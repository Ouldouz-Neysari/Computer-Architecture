<file path="./run.sh">
#!/bin/bash
# OpenROAD 26Q1-2900-gdf79404cd8, Yosys 0.63+post, stock flow scripts
make -C /OpenROAD-flow-scripts/flow DESIGN_CONFIG=/design/flow/config.mk WORK_HOME=/design/flow/orfs finish
</file>
<file path="./design.v">
module alu (a, b, ctrl, y, zero);
  input signed [31:0] a, b;
  input [2:0] ctrl;
  output [31:0] y;
  output zero;
  assign y =  (ctrl == 3'b000) ? (a & b) :
              (ctrl == 3'b001) ? (a | b) : 
              (ctrl == 3'b010) ? (a + b) :
              (ctrl == 3'b110) ? (a - b) :
              (ctrl == 3'b111) ? ((a < b) ? 32'd1: 32'd0) : 32'd0;
  assign zero = (y == 32'd0) ? 1'b1 : 1'b0;
endmodule
module alu_controller (alu_op, func, operation);
  input [1:0] alu_op;
  input [5:0] func;
  output [2:0] operation;
  reg [2:0] operation;
  always @(alu_op, func)
  begin
    operation = 3'b000;
    if (alu_op == 2'b00)         
      operation = 3'b010;
    else if (alu_op == 2'b01)    
      operation = 3'b110;
    else if (alu_op == 2'b11)    
      operation = 3'b111;
    else
      begin
        case (func)
          6'b100000: operation = 3'b010;   
          6'b100011: operation = 3'b110;   
          6'b100100: operation = 3'b000;   
          6'b100101: operation = 3'b001;   
          6'b101010: operation = 3'b111;   
          default:   operation = 3'b000;
        endcase
      end
  end
endmodule
module controller ( opcode, func, zero, 
                    IorD, IRwrite, R31_sel,jal_sel,
                    reg_dst, mem_to_reg, alu_src_A, alu_src_B, operation, reg_write, 
                    pc_src, pc_ld, mem_read, mem_write,clk,rst
                  );
  input [5:0] opcode;
  input [5:0] func;
  input zero,clk,rst;
  output  reg IorD, IRwrite, R31_sel,jal_sel, reg_dst, mem_to_reg, alu_src_A, reg_write,
              pc_ld, mem_read, mem_write;
  output [2:0] operation;
  output reg[1:0] pc_src,alu_src_B;
  reg [4:0] ps, ns;
  reg [1:0] alu_Op;
  reg pcwrite, pcwrite_cond; 
  alu_controller ALU_CTRL(alu_Op, func, operation);
  always @(posedge clk)
  if (rst)
    ps <= 5'b00000;
  else
    ps <= ns;
  always @(ps, opcode)
  begin  
    case (ps)
      5'b00000:  ns = 5'b00001 ;
      5'b00001: begin
             case(opcode)
               6'b000010 : ns = 5'b00010;
               6'b000110 : ns = 5'b00100;
               6'b000011 : ns = 5'b00011; 
               6'b000000 : ns = 5'b00101;
               6'b001001 : ns = 5'b00111;
               6'b001010 : ns = 5'b01001; 
               6'b000100 : ns = 5'b01011;
               6'b100011 : ns = 5'b01100;
               6'b101011 : ns = 5'b01100; 
             endcase
           end
      5'b00010:  ns=5'b00000;
      5'b00011:  ns=5'b00000;
      5'b00100:  ns=5'b00000; 
      5'b00101:  ns=5'b00110;
      5'b00110:  ns=5'b00000;
      5'b00111:  ns=5'b01000;
      5'b01000:  ns=5'b00000;
      5'b01001:  ns=5'b01010;   
      5'b01010:  ns=5'b00000;
      5'b01011:  ns=5'b00000;
      5'b01100: begin
          case(opcode)
          6'b100011 : ns = 5'b01101;  
          6'b101011 : ns = 5'b01111;  
          endcase
          end
      5'b01101:  ns = 5'b01110;
      5'b01110:  ns = 5'b00000;
      5'b01111:  ns = 5'b00000;
    endcase
  end
   always @(ps)
   begin
    {pcwrite,pcwrite_cond,IorD, IRwrite, R31_sel, jal_sel, reg_dst, mem_to_reg, alu_src_A, reg_write, mem_read,
     mem_write, alu_Op, pc_src, alu_src_B} = 18'd0;
    case (ps)
      5'b00000: {mem_read,IRwrite,pcwrite,alu_src_B} = 5'b11101;
      5'b00001: {alu_src_B} = 2'b11;
      5'b00010: {pcwrite,pc_src} = 3'b101;
      5'b00011: {pcwrite,pc_src} = 3'b111;
      5'b00100: {pc_src,pcwrite,reg_write,R31_sel,jal_sel} = 6'b011111;
      5'b00101: {alu_src_A,alu_Op} = 3'b110;
      5'b00110: {reg_dst,reg_write} = 2'b11;
      5'b00111: {alu_src_A,alu_src_B} = 3'b110;
      5'b01000: {reg_write} = 1'b1;
      5'b01001: {alu_Op,alu_src_A,alu_src_B} = 5'b11110;
      5'b01010: {reg_write} = 1'b1;
      5'b01011: {alu_src_A,alu_Op,pcwrite_cond,pc_src} = 6'b101110;
      5'b01100: {alu_src_A,alu_src_B} = 3'b110;
      5'b01101: {mem_read,IorD} = 2'b11;
      5'b01110: {reg_write,mem_to_reg} = 2'b11;
      5'b01111: {mem_write,IorD} = 2'b11;
    endcase
  end
  always @(pcwrite,pcwrite_cond,zero) begin
      pc_ld = pcwrite || ( pcwrite_cond && zero );
  end
endmodule
module datapath (clk, rst, 
		 pc_ld,IorD,IRwrite,reg_dst,mem_to_reg,alu_src_A,alu_src_B,alu_ctrl,reg_write,pc_src,
		 zero, 
                 R31_sel,jal_sel,
		 mem_out,
                 inst_out,
 		 inst_data_adr,mem_data_in	                    
                 );
  input  clk, rst;
  output zero;
  input  pc_ld,IorD,IRwrite,reg_dst, mem_to_reg,alu_src_A,reg_write;
  input  [1:0] alu_src_B,pc_src;
  input  [2:0] alu_ctrl;
  input R31_sel,jal_sel;
  input  [31:0] mem_out;
  output  [31:0] inst_out;
  output [31:0] inst_data_adr,mem_data_in;
  wire [31:0] pc_out;
  wire [31:0] mux1_out;
  wire [31:0] IR_out;
  wire [31:0] MDR_out;
  wire [4:0] mux2_out;
  wire [4:0] mux3_out;
  wire [31:0] mux4_out;
  wire [31:0] mux5_out;
  wire [31:0] read_Data1;
  wire [31:0] read_Data2;
  wire [31:0] sgn_ext_out;
  wire [31:0] shl2_out;
  wire [31:0] A_out;
  wire [31:0] B_out;
  wire [31:0] mux6_out;
  wire [31:0] mux7_out;
  wire [31:0] alu_out;
  wire [31:0] alu_out_out;
  wire [31:0] mux8_out; 
  reg_32b PC(mux8_out, rst, pc_ld, clk, pc_out);
  mux2to1_32b MUX1(pc_out, alu_out_out, IorD, mux1_out);
  assign inst_data_adr = mux1_out;
  reg_32b IR(mem_out, rst, IRwrite, clk, IR_out);
  assign inst_out = IR_out;
  reg_32b MDR(mem_out, rst, 1'b1, clk, MDR_out);
  mux2to1_5b MUX2(IR_out[20:16], IR_out[15:11], reg_dst, mux2_out);
  mux2to1_5b MUX3(mux2_out, 5'b11111, R31_sel, mux3_out);
  mux2to1_32b MUX4(alu_out_out, MDR_out, mem_to_reg, mux4_out);
  mux2to1_32b MUX5(mux4_out, pc_out, jal_sel, mux5_out);
  reg_file  RF(mux5_out, IR_out[25:21], IR_out[20:16], mux3_out, reg_write, rst, clk, read_Data1, read_Data2); 
  reg_32b A(read_Data1, rst, 1'b1, clk, A_out);
  reg_32b B(read_Data2, rst, 1'b1, clk, B_out);
  assign mem_data_in = B_out;
  mux2to1_32b MUX6(pc_out, A_out, alu_src_A, mux6_out);
  sign_ext SGN_EXT(IR_out[15:0], sgn_ext_out);
  shl2 SHIFT_LEFT_2b(sgn_ext_out, shl2_out);
  mux4to1_32b MUX7(B_out, 32'd4, sgn_ext_out, shl2_out, alu_src_B, mux7_out);
  alu ALU(mux6_out, mux7_out, alu_ctrl, alu_out, zero);
  reg_32b ALU_OUT(alu_out, rst, 1'b1, clk, alu_out_out);
  mux4to1_32b MUX8(alu_out, {pc_out[31:28],IR_out[25:0],2'b00}, alu_out_out, A_out, pc_src, mux8_out);
endmodule
module mips(rst, clk, mem_out, mem_read, mem_write, inst_data_adr, mem_data_in); 
  input rst, clk;
  input  [31:0] mem_out;
  output mem_read, mem_write;
  output [31:0] inst_data_adr;
  output [31:0] mem_data_in;
  wire pc_ld, IorD, IRwrite,reg_dst, mem_to_reg,reg_write,R31_sel,jal_sel,alu_src_A,zero;
  wire [1:0] alu_src_B, pc_src;
  wire [2:0] alu_ctrl;
  wire [31:0] inst_out;
  datapath DP(clk, rst,
              pc_ld,IorD,IRwrite,reg_dst, mem_to_reg,alu_src_A,alu_src_B,alu_ctrl,reg_write,pc_src,
	      zero,
	      R31_sel,jal_sel,
	      mem_out,
              inst_out,
              inst_data_adr ,mem_data_in
            );
  controller CU( inst_out[31:26], inst_out[5:0], zero,
                 IorD,IRwrite,R31_sel,jal_sel,
                 reg_dst, mem_to_reg,alu_src_A,alu_src_B, alu_ctrl, reg_write, 
                 pc_src,pc_ld, mem_read, mem_write, clk, rst
                );
endmodule
module mux2to1_32b (i0, i1, sel, y);
  input [31:0] i0, i1;
  input sel;
  output [31:0] y;
  assign y = (sel==1'b1) ? i1 : i0;
endmodule
module mux2to1_5b (i0, i1, sel, y);
  input [4:0] i0, i1;
  input sel;
  output [4:0] y;
  assign y = (sel==1'b1) ? i1 : i0;
endmodule
module mux4to1_32b (i0, i1,i2,i3, sel, y);
  input [31:0] i0, i1,i2,i3;
  input [1:0] sel;
  output [31:0] y;
  assign y = sel[1] ? (sel[0] ? i3 : i2) : (sel[0] ? i1 : i0);
endmodule
module reg_32b (d_in, sclr, ld, clk, d_out);
  input [31:0] d_in;
  input sclr, ld, clk;
  output [31:0] d_out;
  reg [31:0] d_out;
  always @(posedge clk)
  begin
    if (sclr==1'b1)
      d_out = 32'd0;
    else if (ld)
      d_out = d_in;
  end
endmodule
module reg_file (wr_data, rd_reg1, rd_reg2, wr_reg, reg_write, rst, clk, rd_data1, rd_data2);
  input [31:0] wr_data;
  input [4:0] rd_reg1, rd_reg2, wr_reg;
  input reg_write, rst, clk;
  output [31:0] rd_data1, rd_data2;
  reg [31:0] register_file [0:31];
  integer i;
  assign rd_data1 = (rd_reg1 == 5'b0) ? 32'd0 : register_file[rd_reg1];
  assign rd_data2 = (rd_reg2 == 5'b0) ? 32'd0 : register_file[rd_reg2];
  always @(posedge clk)
    if (rst == 1'b1)
      for (i=0; i<32 ; i=i+1 )
        register_file[i] <= 32'd0;
    else if (reg_write == 1'b1)
      if(wr_reg != 5'd0)
        register_file[wr_reg] <= wr_data;
endmodule
module shl2 (d_in, d_out);
  input [31:0] d_in;
  output [31:0] d_out;
  assign d_out = d_in << 2;
endmodule
module sign_ext (d_in, d_out);
  input [15:0] d_in;
  output [31:0] d_out;
  assign d_out = {{16{d_in[15]}}, d_in};
endmodule
</file>
<file path="./constraint.sdc">
current_design mips

set clk_period 19.1
set clk_io_pct 0.2

create_clock -name clk0 -period $clk_period [get_ports {clk}]

set non_clock_inputs [all_inputs -no_clocks]
set_input_delay [expr $clk_period * $clk_io_pct] -clock clk0 $non_clock_inputs
set_output_delay [expr $clk_period * $clk_io_pct] -clock clk0 [all_outputs]
</file>
<file path="./config.mk">
export PLATFORM = sky130hd
export DESIGN_NAME = mips
export DESIGN_NICKNAME = mips
export VERILOG_FILES = /design/flow/design.v
export SDC_FILE = /design/flow/constraint.sdc
export NUM_CORES = 4
export LEC_CHECK = 1
export CORE_UTILIZATION = 40
</file>
==> results.sh <==
# physical design summary
export IMPL_outcome="finished, final reports clean"
export IMPL_flop_cell="sky130_fd_sc_hd__edfxtp_1"
export IMPL_unclocked_pins=4
export IMPL_std_cell_rows=149
export IMPL_grt_pass1_vias=47100
export IMPL_layoutNonFillerInstCount=7555
export IMPL_cts_root_buffer_cell="sky130_fd_sc_hd__clkbuf_16"
export IMPL_crit_top_cell="sky130_fd_sc_hd__buf_4"
export IMPL_timing_critical_path_from="rst"
export IMPL_slew_viol_final=0
export IMPL_cpLargestDelayFamily="simple AND/OR/NAND/NOR gates"
export IMPL_detailroute_via_count=45800
export IMPL_post_route_worst_setup_slack_ns=12.30
export IMPL_h_tree_depth=4
export IMPL_critPathBufInv=5
export IMPL_fillerInstances=14400
export IMPL_worst_slack_placed_ns=11.57
export IMPL_synth_yosys_num_cells=5354
export IMPL_die_area_sq_um=168000
export IMPL_synth_flop_count=1241
export IMPL_unconstrained_endpoints=4
export IMPL_largest_register_by_flop_count="DP.RF.register_file"
export IMPL_post_synth_most_frequent_cells="1,306 x sky130_fd_sc_hd__nor2_1, 1,024 x sky130_fd_sc_hd__edfxtp_1, 504 x sky130_fd_sc_hd__mux4_2"
export IMPL_r2r_cells=17
export IMPL_netlist_top_cell_by_area="sky130_fd_sc_hd__edfxtp_1"
export IMPL_synth_top_area_share_pct=46.1
export IMPL_path_cells="buf_6 -> inv_2 -> buf_4 -> buf_4 -> nand3_1 -> nor2_1 -> buf_4 -> nand2_2 -> nand2_2"
export IMPL_global_route_usage_met2_pct=43.4
export IMPL_drc_errors=0
export IMPL_detail_route_wirelength_um=230000
export IMPL_floorplan_die_height_um=410
export IMPL_drt_wirelength_per_cell_um=30.5
export IMPL_number_of_flip_flops_in_the_largest_register=1024
export IMPL_use_met3_pct=20.5
export IMPL_power_leakage_nw=24.7
export IMPL_wire_length_of_the_first_global_routing_pass_um=332000
export IMPL_yosys_cell_count_top_type="sky130_fd_sc_hd__nor2_1"
export IMPL_aggregate_global_route_resource_usage_pct=29.6
export IMPL_antenna_found_initial=6
export IMPL_hold_worst_slack_ns=0.495
export IMPL_grtUsageMet1_pct=35.9
export IMPL_area_growth_syn_to_layout_pct=11.5
export IMPL_die_width_um=410
export IMPL_hp_class="flip-flop to flip-flop"
export IMPL_setup_worst_path_end_class="flip-flop"
export IMPL_rsz0062_at_grt="false"
export IMPL_worst_skew_pair_late_latency_ns=0.77
export IMPL_post_route_period_util_pct=35.6
export IMPL_floorplan_core_util_pct=40.4
export IMPL_vias_per_cell=6.06
export IMPL_core_area_sq_um=165000
export IMPL_top_level_ports=100
export IMPL_first_iter_violations=3723
export IMPL_edf_count=1024
export IMPL_rr_endpoint="DP.PC.d_out[28]"
export IMPL_period_minus_slack_ns=6.80
export IMPL_timing_setup_tns_ns=0
export IMPL_setup_reg_to_reg_worst_slack_ns=12.35
export IMPL_syn_cell_area_sq_um=66700
export IMPL_synthArstFlopShare_pct=0
export IMPL_finClkSkew_ns=0.0348
export IMPL_insertedDiodeCount=0
export IMPL_yosysUniqueCellTypes=105
export IMPL_dr_pass1_iters=20
export IMPL_power_density_nw_per_um2=89.8
export IMPL_avgSynthCellArea_sq_um=12.5
export IMPL_worst_path_max_delay_cell="sky130_fd_sc_hd__nand2_2"
export IMPL_synth_top_cells_by_area="sky130_fd_sc_hd__edfxtp_1 46%, sky130_fd_sc_hd__mux4_2 17%, sky130_fd_sc_hd__nor2_1 7.3%"
export IMPL_cts_buffer_depth=3
export IMPL_timing_worst_slew_pin_value_ns=1.22
export IMPL_report_final_hold_viol_count=0
export IMPL_syn_warnings=4
export IMPL_synthesis_instances=5354
export IMPL_timing_critical_path_depth=9
export IMPL_crit_reg2reg_launch="CU.alu_src_A"
export IMPL_max_cap_violations=0
export IMPL_postCtsSetupRepairBufs=0
export IMPL_port_buffers=99
export IMPL_dp_hpwl_um=157000
export IMPL_relSlewSlack_pct=18.8
export IMPL_crit_arrival_ns=7.17
export IMPL_global_route_peak_usage_layer="met2"
export IMPL_log_warnings=90
export IMPL_fmaxAchievable_mhz=147
export IMPL_vdd_ir_drop_max_mv=0.0908
export IMPL_timing_critical_path_slowest_cell_delay_ns=0.89
export IMPL_clock_buffers_created_by_tritoncts=138
export IMPL_placed_cells=7319
export IMPL_grt_start_max_net_pins=74
export IMPL_tritoncts="yes"
export IMPL_overflow=0
export IMPL_crit_required_ns=19.47
export IMPL_worstSetupEndpoint="DP.RF.register_file[26][7]"
export IMPL_crit_fanout=48
export IMPL_finalCoreUtilization_pct=45.0
export IMPL_path_class="input port to flip-flop"
export IMPL_post_route_cells_drive_above_1_share_pct=20.8
export IMPL_ys_area_sq_um=66700
export IMPL_critPathLaunchType="input port"
export IMPL_place_gp_congestion=0.993
export IMPL_postCtsHoldBufs=0
export IMPL_cts_reportedPaths_clkPinSlew_ns=0.06
export IMPL_setup_viol=0
export IMPL_postCtsResizedCells=0
export IMPL_antenna_violating_nets_left=0
==> per-stage QoR <==
| stage | power, mW | area, sq um |
|---|---|---|
| after floorplan | 3.76 | 66800 |
| after global placement | 4.19 | 70200 |
| after detailed placement | 4.19 | 70200 |
| after CTS | 6.70 | 74400 |
| after global routing | 6.88 | 74400 |
| final | 6.68 | 74400 |
==> how the worst min path moves through the flow <==
| stage | startpoint | to | slack [ns] | depth (start not counted) |
|---|---|---|---|---|
| CTS | DP.PC.d_out[19] | DP.PC.d_out[19] | 0.50 | 2 |
| global route | DP.PC.d_out[19] | DP.PC.d_out[19] | 0.53 | 2 |
| finish | DP.PC.d_out[19] | DP.PC.d_out[19] | 0.49 | 2 |
==> final cells by class <==
| class | instances | area, sq um | share of cell area, % |
|---|---|---|---|
| Clock buffer | 180 | 3690 | 4.96 |
| Multi-Input combinational cell | 3523 | 29700 | 39.9 |
| Sequential cell | 1241 | 35100 | 47.2 |
| Tap cell | 2189 | 2740 | 3.68 |
| Inverter | 100 | 375 | 0.505 |
| Timing Repair Buffer | 266 | 2310 | 3.10 |
| Clock inverter | 56 | 488 | 0.656 |
==> worst min-delay path: stages, from the launching register on <==
cell                      delay [ns]
sky130_fd_sc_hd__dfxtp_1        0.33
sky130_fd_sc_hd__nand2_1        0.06
sky130_fd_sc_hd__a21oi_1        0.05
==> logic make-up (layout without fill, tap and decap cells) <==
family,Yosys count,count (layout),synth area share [%]
other,1,32,0.00562
latches,4,4,0.0900
adders and majority gates,98,98,1.86
buffers and inverters,621,602,3.62
muxes,922,922,23.5
AOI/OAI and AO/OA,697,697,7.28
xor gates and xnor gates,18,18,0.236
DFF,1237,1237,52.5
and+or+nand+nor,1756,1756,10.9
==> placed cells by master (no fill, tap or decap), types with 59 or more instances in the layout <==
cell type                         Yosys  final
sky130_fd_sc_hd__a21oi_1            183    151
sky130_fd_sc_hd__edfxtp_1          1024   1024
sky130_fd_sc_hd__clkbuf_16            0    140
sky130_fd_sc_hd__mux2i_1            308    308
sky130_fd_sc_hd__o22ai_1             62     62
sky130_fd_sc_hd__mux2_2             110    110
sky130_fd_sc_hd__mux4_2             504    504
sky130_fd_sc_hd__buf_4                3    162
sky130_fd_sc_hd__inv_1               97     96
sky130_fd_sc_hd__o21ai_0             59     59
sky130_fd_sc_hd__nand2_2              0     59
sky130_fd_sc_hd__dfxtp_1            213    197
sky130_fd_sc_hd__nand2_1            169    110
sky130_fd_sc_hd__a221oi_1            62     62
sky130_fd_sc_hd__nor2_1            1306   1306
sky130_fd_sc_hd__ha_1                96     96
sky130_fd_sc_hd__clkdlybuf4s50_1      0     98
==> layer usage <==
layer | part of all wire, % | routed length [um] | vias to the layer above
li1 | - | - | 20000
met1 | 34 | 77300 | 22800
met2 | 46 | 107000 | 2649
met3 | 16 | 38000 | 408
met4 | 3.4 | 7820 | 22
met5 | 0.26 | 610 | -
==> power breakdown <==
group	switching, mW	internal (mW)	leakage [nW]
clock network	1.08	1.44	2.04
registers	0.0982	3.03	12.3
logic	0.650	0.385	10.3
total	1.83	4.85	24.7
Power and IR drop assume default switching activity.
