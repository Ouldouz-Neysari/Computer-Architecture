==> design/flow/config.mk <==
export PLATFORM = sky130hd
export DESIGN_NAME = BoothMultiplier
export DESIGN_NICKNAME = BoothMultiplier
export VERILOG_FILES = /design/flow/design.v
export SDC_FILE = /design/flow/constraint.sdc
export NUM_CORES = 4
export LEC_CHECK = 1
export CORE_UTILIZATION = 50
==> design/flow/constraint.sdc <==
current_design BoothMultiplier

set clk_period 2.7
set clk_io_pct 0.2

create_clock -name clk0 -period $clk_period [get_ports {clk}]
create_clock -name clk1 -period $clk_period [get_ports {data_in}]

set non_clock_inputs [all_inputs -no_clocks]
set_input_delay [expr $clk_period * $clk_io_pct] -clock clk0 $non_clock_inputs
set_output_delay [expr $clk_period * $clk_io_pct] -clock clk0 [all_outputs]
==> design/flow/design.v <==
module BoothMultiplier (start, rst, clk, done, data_in, data_out, q, ps, add_sub_out, add, sub);    
  input [4:0] data_in;
  input start, rst, clk;
  output [4:0] data_out, ps, add_sub_out;   
  output done, add, sub;   
  output [10:0] q;  
  wire ldM1, ldM2, ldq, clrq, sh, add, sub, sel, q1, q0;
  datapath DPInst(data_in, clk, ldM1, ldM2, ldq, clrq, sh, add, sub, sel, q1, q0, data_out, q, add_sub_out);  
  controller2 CInst(start, rst, clk, q0, q1, ldM1, clrq, ldM2, ldq, sh, add, sub, sel, done, ps);    
endmodule
module controller2 (start, rst, clk, q0, q1, ldM1, clrq, ldM2, ldq, sh, add, sub, sel, done, ps);  
  input start, rst, clk, q0, q1;
  output ldM1, clrq, ldM2, ldq, sh, add, sub, sel, done;
  output [4:0] ps;   
  reg ldM1, clrq, ldM2, ldq, sh, add, sub, sel, done;
  reg [4:0] ps, ns;
  always @(posedge clk)
    if (rst)
      ps <= 5'b00000;
    else
      ps <= ns;
  always @(ps or start or q0 or q1)
  begin
    case (ps)
      5'b00000:  ns = start ? 5'b00001 : 5'b00000;
      5'b00001:  ns = 5'b00010;
      5'b00010:  ns = 5'b11000;
      5'b11000:  ns = q0 ? (q1 ? 5'b00101 : 5'b00011) : (q1 ? 5'b00100 : 5'b00101);
      5'b00011:  ns = 5'b00101;
      5'b00100:  ns = 5'b00101;
      5'b00101:  ns = 5'b00110;
      5'b00110:  ns = q0 ? (q1 ? 5'b01001 : 5'b00111) : (q1 ? 5'b01000 : 5'b01001);
      5'b00111:  ns = 5'b01001;
      5'b01000:  ns = 5'b01001;
      5'b01001:  ns = 5'b01010;
      5'b01010:  ns = q0 ? (q1 ? 5'b01101 : 5'b01011) : (q1 ? 5'b01100 : 5'b01101);
      5'b01011:  ns = 5'b01101;
      5'b01100:  ns = 5'b01101;
      5'b01101:  ns = 5'b01110;
      5'b01110:  ns = q0 ? (q1 ? 5'b10001 : 5'b01111) : (q1 ? 5'b10000 : 5'b10001);
      5'b01111:  ns = 5'b10001;
      5'b10000:  ns = 5'b10001;
      5'b10001:  ns = 5'b10010;
      5'b10010:  ns = q0 ? (q1 ? 5'b10101 : 5'b10011) : (q1 ? 5'b10100 : 5'b10101);
      5'b10011:  ns = 5'b10101;
      5'b10100:  ns = 5'b10101;
      5'b10101:  ns = 5'b10110;
      5'b10110:  ns = 5'b10111;
      5'b10111:  ns = 5'b00000;
    endcase
  end
  always @(ps)
  begin
    {ldM1, clrq, ldM2, ldq, sh, add, sub, sel, done} = 9'b0_0000_0000;
    case (ps)
      5'b00000: ;
      5'b00001: {ldM1, clrq} = 2'b11;
      5'b00010: ldM2 = 1'b1;
      5'b00011: {ldq, add} = 2'b11;
      5'b00100: {ldq, sub} = 2'b11;
      5'b00101: sh = 1'b1;    
      5'b00110: ;
      5'b00111: {ldq, add} = 2'b11;
      5'b01000: {ldq, sub} = 2'b11;
      5'b01001: sh = 1'b1;
      5'b01010: ;
      5'b01011: {ldq, add} = 2'b11;
      5'b01100: {ldq, sub} = 2'b11;
      5'b01101: sh = 1'b1;
      5'b01110: ;
      5'b01111: {ldq, add} = 2'b11;
      5'b10000: {ldq, sub} = 2'b11;
      5'b10001: sh = 1'b1;
      5'b10010: ;
      5'b10011: {ldq, add} = 2'b11;
      5'b10100: {ldq, sub} = 2'b11;
      5'b10101: sh = 1'b1;
      5'b10110: done = 1'b1;
      5'b10111: {sel, done} = 2'b11;
    endcase
  end
endmodule 
module alu (a, b, ctrl, y, zero);
  input signed [31:0] a, b;
  input [2:0] ctrl;
  output [31:0] y;
  output zero;
  assign y =  (ctrl == 3'b000) ? (a & b) :
              (ctrl == 3'b001) ? (a | b) : 
              (ctrl == 3'b010) ? (a + b) :
              (ctrl == 3'b110) ? (a - b) :
              (ctrl == 3'b111) ? ((a < b) ? 32'd1: 32'd0) : 32'd0;
  assign zero = (y == 32'd0) ? 1'b1 : 1'b0;
endmodule
module datapath (clk, rst, 
		 pc_ld,IorD,IRwrite,reg_dst,mem_to_reg,alu_src_A,alu_src_B,alu_ctrl,reg_write,pc_src,
		 zero, 
                 R31_sel,jal_sel,
		 mem_out,
                 inst_out,
 		 inst_data_adr,mem_data_in	                    
                 );
  input  clk, rst;
  output zero;
  input  pc_ld,IorD,IRwrite,reg_dst, mem_to_reg,alu_src_A,reg_write;
  input  [1:0] alu_src_B,pc_src;
  input  [2:0] alu_ctrl;
  input R31_sel,jal_sel;
  input  [31:0] mem_out;
  output  [31:0] inst_out;
  output [31:0] inst_data_adr,mem_data_in;
  wire [31:0] pc_out;
  wire [31:0] mux1_out;
  wire [31:0] IR_out;
  wire [31:0] MDR_out;
  wire [4:0] mux2_out;
  wire [4:0] mux3_out;
  wire [31:0] mux4_out;
  wire [31:0] mux5_out;
  wire [31:0] read_Data1;
  wire [31:0] read_Data2;
  wire [31:0] sgn_ext_out;
  wire [31:0] shl2_out;
  wire [31:0] A_out;
  wire [31:0] B_out;
  wire [31:0] mux6_out;
  wire [31:0] mux7_out;
  wire [31:0] alu_out;
  wire [31:0] alu_out_out;
  wire [31:0] mux8_out; 
  reg_32b PC(mux8_out, rst, pc_ld, clk, pc_out);
  mux2to1_32b MUX1(pc_out, alu_out_out, IorD, mux1_out);
  assign inst_data_adr = mux1_out;
  reg_32b IR(mem_out, rst, IRwrite, clk, IR_out);
  assign inst_out = IR_out;
  reg_32b MDR(mem_out, rst, 1'b1, clk, MDR_out);
  mux2to1_5b MUX2(IR_out[20:16], IR_out[15:11], reg_dst, mux2_out);
  mux2to1_5b MUX3(mux2_out, 5'b11111, R31_sel, mux3_out);
  mux2to1_32b MUX4(alu_out_out, MDR_out, mem_to_reg, mux4_out);
  mux2to1_32b MUX5(mux4_out, pc_out, jal_sel, mux5_out);
  reg_file  RF(mux5_out, IR_out[25:21], IR_out[20:16], mux3_out, reg_write, rst, clk, read_Data1, read_Data2); 
  reg_32b A(read_Data1, rst, 1'b1, clk, A_out);
  reg_32b B(read_Data2, rst, 1'b1, clk, B_out);
  assign mem_data_in = B_out;
  mux2to1_32b MUX6(pc_out, A_out, alu_src_A, mux6_out);
  sign_ext SGN_EXT(IR_out[15:0], sgn_ext_out);
  shl2 SHIFT_LEFT_2b(sgn_ext_out, shl2_out);
  mux4to1_32b MUX7(B_out, 32'd4, sgn_ext_out, shl2_out, alu_src_B, mux7_out);
  alu ALU(mux6_out, mux7_out, alu_ctrl, alu_out, zero);
  reg_32b ALU_OUT(alu_out, rst, 1'b1, clk, alu_out_out);
  mux4to1_32b MUX8(alu_out, {pc_out[31:28],IR_out[25:0],2'b00}, alu_out_out, A_out, pc_src, mux8_out);
endmodule
module mux2to1_32b (i0, i1, sel, y);
  input [31:0] i0, i1;
  input sel;
  output [31:0] y;
  assign y = (sel==1'b1) ? i1 : i0;
endmodule
module mux2to1_5b (i0, i1, sel, y);
  input [4:0] i0, i1;
  input sel;
  output [4:0] y;
  assign y = (sel==1'b1) ? i1 : i0;
endmodule
module mux4to1_32b (i0, i1,i2,i3, sel, y);
  input [31:0] i0, i1,i2,i3;
  input [1:0] sel;
  output [31:0] y;
  assign y = sel[1] ? (sel[0] ? i3 : i2) : (sel[0] ? i1 : i0);
endmodule
module reg_32b (d_in, sclr, ld, clk, d_out);
  input [31:0] d_in;
  input sclr, ld, clk;
  output [31:0] d_out;
  reg [31:0] d_out;
  always @(posedge clk)
  begin
    if (sclr==1'b1)
      d_out = 32'd0;
    else if (ld)
      d_out = d_in;
  end
endmodule
module reg_file (wr_data, rd_reg1, rd_reg2, wr_reg, reg_write, rst, clk, rd_data1, rd_data2);
  input [31:0] wr_data;
  input [4:0] rd_reg1, rd_reg2, wr_reg;
  input reg_write, rst, clk;
  output [31:0] rd_data1, rd_data2;
  reg [31:0] register_file [0:31];
  integer i;
  assign rd_data1 = (rd_reg1 == 5'b0) ? 32'd0 : register_file[rd_reg1];
  assign rd_data2 = (rd_reg2 == 5'b0) ? 32'd0 : register_file[rd_reg2];
  always @(posedge clk)
    if (rst == 1'b1)
      for (i=0; i<32 ; i=i+1 )
        register_file[i] <= 32'd0;
    else if (reg_write == 1'b1)
      if(wr_reg != 5'd0)
        register_file[wr_reg] <= wr_data;
endmodule
module shl2 (d_in, d_out);
  input [31:0] d_in;
  output [31:0] d_out;
  assign d_out = d_in << 2;
endmodule
module sign_ext (d_in, d_out);
  input [15:0] d_in;
  output [31:0] d_out;
  assign d_out = {{16{d_in[15]}}, d_in};
endmodule
==> design/flow/run.sh <==
#!/bin/bash
# OpenROAD 26Q1-2900-gdf79404cd8, Yosys 0.63+post, stock flow scripts
make -C /OpenROAD-flow-scripts/flow DESIGN_CONFIG=/design/flow/config.mk WORK_HOME=/design/flow/orfs finish
==> run summary <==
yosys + openroad results -> Worst EP arrival 1890 ps, endpoints left unconstrained 5, TritonCTS clock tree done, yosys cell count 164, Synth Instances 164, Max rail drop VDD 0.570 mV, initial antenna violation count 0, FP Util 0.531, Area growth, synth to finish 14.6%, largest net degree at the start of global routing 17, antenna cells 0, YS chip area 0.00164 mm2, vias after detailed routing 1,057, RSZ-0062 raised after global routing false, Placed Area 0.00167 mm2, Syn Area/Cell 9.97 um2, Die X-Extent 59.2 um, Worst setup EP type output pin, GR Overflow Total 0, Placed Cells 211, row count 20, P_leak 0.770 nW, clk_skew 0 ps, Power Density 726 mW/mm2, Post-CTS Setup Bufs 0, Pre-antenna DRT Iters 4, Die ar. 0.00350 mm2, Post-DRT Antenna Nets 0, flip-flops with a built-in enable 0, worst-path fanout max 2, endpoints failing setup 0, # DRC 0, Seq cells post-synth 43, Final Instance Area 0.00187 mm2, drt initial violations 46, Ys Warns 60, final setup margin 266 ps, asr flop ratio synth 0, PortBufs 11, # resized after CTS 0, drt wl/cell 10.7 um, post-DR vias/cell 4.60, Hold Fails Final Rpt 0, status complete, no violations, worst slack at placement 572 ps, first-pass GRT wire length 4230 um, Placer Congestion 0.826, Clk pin slew, worst setup/hold paths 100 ps, # IOs 37, vias in the first global route 1,182, Max Cap Viol 0, Mapped Area 0.00164 mm2, Chip Height 59.2 um, HP Class clk2reg, most used routing layer met1, post-layout instance count excluding filler cells 230, hold buffer count at CTS 0, Distinct lib cells used 36, All-Layer GR Usage 0.166, met1 usage 0.209, Post-DP HPWL 1610 um, Setup TNS 0 ps, register pins left without a clock 5, tool warnings 82, pins over their slew limit 0, Crit path required time 2160 ps, GR Util met2 0.204, share of layout cells above drive strength 1 0.140, critical path class reg2out, Core Box Area 0.00308 mm2, routed wire length 2470 um, M3 GR Usage 0.115, Most used DFF post-synth dfxtp_1, crit start category register
cell usage in the layout (no fill, tap or decap):
cell,count
clkbuf_16,1
dfxtp_1,38
nand2_2,1
o32ai_1,1
clkdlybuf4s50_1,11
nand2b_1,2
nor2b_4,1
or3_1,1
a32o_1,1
nand3b_1,1
inv_1,1
nor2_4,1
conb_1,20
and2b_1,1
nor4b_4,1
o221a_1,1
a311oi_1,1
nor4_1,7
nand4_1,1
dlxtn_1,5
and4_1,1
clkbuf_4,16
nand2_1,6
or2_4,1
nor3b_1,1
o21ai_0,8
a32oi_1,1
nor2_1,4
bufinv_16,2
nor3_1,5
and4b_1,1
a21oi_1,7
nor2b_2,2
nor2b_1,4
and2_1,28
o31ai_1,1
nand3_1,1
metal layers:
layer	part of all wire	routed length, um	vias to the layer above
met5	0	0	-
met2	0.42	1040	36
met4	0	0	0
met3	0.051	127	0
li1	-	-	557
met1	0.53	1310	464
sequential cells by signal, indices dropped and copies added, names as in the netlist:
register         cells
CInst.clrq           1
CInst.ns             5
CInst.ps             5
DPInst.ALU.ctrl      1
DPInst.MUX7.sel      1
DPInst.PC.d_out     28
add                  1
done                 1
cells by family (layout without fill, tap and decap cells):
logic type,Yosys count,after routing,synth area share
latches,5,5,0.0459
simple gates,71,71,0.281
flops,38,38,0.465
other cells,1,20,0.00229
compound gates,21,21,0.0796
buf+inv,28,31,0.126
path summary, 6_finish.rpt:
check                                    startpoint                               end  slack [ps]  depth (start not counted)
setup / recovery    DPInst.PC.d_out[7]$_SDFFE_PP0P_                       data_out[0]         270                          5
hold / removal                                  clk   DPInst.PC.d_out[2]$_SDFFE_PP0P_         370                          6
setup reg to reg      DPInst.ALU.ctrl[0]$_SDFF_PP0_  DPInst.PC.d_out[27]$_SDFFE_PP0P_        1330                          6
hold reg to reg    DPInst.PC.d_out[13]$_SDFFE_PP0P_  DPInst.PC.d_out[13]$_SDFFE_PP0P_         470                          1
max in group clk1                               clk  DPInst.PC.d_out[27]$_SDFFE_PP0P_         410                          9
min in group clk0                               rst            CInst.ps[1]$_SDFF_PP0_         900                          2
critical path, stage by stage, from the launching register on:
cell             delay (ps)
dfxtp_1                 320
nor4_1                  320
and4_1                  260
nand4_1                 110
a21oi_1                 140
clkdlybuf4s50_1         470
report_power, final:
part / switching (mW) / total, mW / internal (mW)
combinational: 0.00542 / 0.0138 / 0.00841
sequential: 0.00276 / 0.565 / 0.562
clock: 0.259 / 0.782 / 0.523
total: 0.267 / 1.36 / 1.09
metrics by stage:
stage / utilization / power, mW / hold slack [ps]
3_3_place_gp: 0.542 / 0.649 / 72.4
3_5_place_dp: 0.542 / 0.649 / 72.4
6_report: 0.609 / 1.36 / 370
2_1_floorplan: - / 0.720 / 72.4
5_1_grt: 0.609 / 1.47 / 341
4_1_cts: 0.609 / 1.43 / 330
synth_stat cells, drive strengths merged, types with 2 or more instances:
cell / number / area, um2
and2: 28 / 175
dlxtn: 5 / 75.1
nand2b: 2 / 12.5
dfxtp: 38 / 761
nor2: 5 / 26.3
nor4: 7 / 43.8
o21ai: 8 / 40.0
a21oi: 7 / 35.0
buf: 27 / 203
nor2b: 7 / 56.3
nand2: 7 / 28.8
nor3: 5 / 25.0
cell type report:
cell class / count / area [um2]
flip-flops and latches: 43 / 836
multi-input cells: 112 / 664
fillers: 267 / 1200
clock inverters: 2 / 60.1
inverters: 1 / 3.75
clock buffers: 17 / 145
repair buffers: 11 / 110
well taps: 44 / 55.1
No activity file was given, so power comes from the tool's default toggle rates.
