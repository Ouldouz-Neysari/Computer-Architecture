==> flow/design.v <==
module adder_32b (a , b, cin, cout, sum);
  input [31:0] a, b;
  input cin;
  output cout;
  output [31:0] sum;
  assign {cout, sum} = a + b + cin;
endmodule
==> flow/run.sh <==
#!/bin/bash
# OpenROAD 26Q1-2900-gdf79404cd8, Yosys 0.63+post, stock flow scripts
make -C /OpenROAD-flow-scripts/flow DESIGN_CONFIG=/design/flow/config.mk WORK_HOME=/design/flow/orfs finish
==> flow/config.mk <==
export PLATFORM = sky130hd
export DESIGN_NAME = adder_32b
export DESIGN_NICKNAME = adder_32b
export VERILOG_FILES = /design/flow/design.v
export SDC_FILE = /design/flow/constraint.sdc
export NUM_CORES = 4
export LEC_CHECK = 1
export CORE_AREA = 10 10 111 111
export DIE_AREA = 0 0 121 121
==> flow/constraint.sdc <==
current_design adder_32b

set clk_period 14.1
set clk_io_pct 0.2

create_clock -name clk0 -period $clk_period

set non_clock_inputs [all_inputs -no_clocks]
set_input_delay [expr $clk_period * $clk_io_pct] -clock clk0 $non_clock_inputs
set_output_delay [expr $clk_period * $clk_io_pct] -clock clk0 [all_outputs]
==> metrics.yaml <==
status: "completed"
drv_slew: 0
timing_hold_violations_final: 0
n_clock_buffer: 0
io_buffers: 98
first_pass_iters: 4
placed_area_sq_um: 2960
hold_buffers: 0
ys_cells: 259
ys_seq_share_pct: 0
wire_per_inst_microns: 14.0
period_needed_ps: 8960
setup_ws_ps: 5140
grt_max_degree: 13
syn_area_per_cell_sq_um: 7.16
synth.distinct_cells: 52
peakVddDrop_v: 0.0000192
cp_max_fo: 4
seq_cells: 0
rsz0062_at_grt: "no"
cp.required_ps: 11280
routed_via_density: 4.61
areaGrowthSynthToFinish_pct: 59.4
antenna_found_initial: 0
die_h_microns: 121
grt_util_all_layers_pct: 8.92
cts_resized: 0
tightest_slew_ps: 806
place_congestion: 0.887
fp-utilization_pct: 18.8
setup_violations: 0
diodes: 0
dp_slack_ps: 5130
dr.first_iter.drc_count: 137
grt_pass1_vias: 2241
end_kind: "output port"
max_slew_margin_pct: 45.6
nFillCells: 1037
syn_area_sq_um: 1850
fmaxAchievable_mhz: 112
post_cts_buffers: 0
final_core_util_pct: 30.0
io_pins: 98
warning_count: 32
core_region_area_sq_um: 9860
drive_gt1_share_pct: 3.13
power_density_nw_per_um2: 48.8
row_count: 36
syn_inst: 259
yosysChipArea_sq_um: 1850
die_area_sq_um: 14600
drt_wl_total_microns: 6790
setup_tns_ps: 0
cp.arrival_ps: 6140
die-width_microns: 121
crit_type: "primary input to output port"
final_antenna_net_count: 0
drc: 0
yosys_warnings: 0
start_kind: "primary input"
min_path_type: "primary input to output port"
grt_pass1_wl_microns: 11000
fin_area_sq_um: 2960
regArea_sq_um: 0
place_hpwl_microns: 6150
vias: 2237
fin_crit_sh_pct: 63.6
grt-ovfl-total: 0
p_leak_nw: 1.21
max_cap_viol_count: 0
power_mw: 0.144
## through the flow
step | hold slack (ps) | std cells
2_1_floorplan | 5740 | 259
3_3_place_gp | 6740 | 485
3_5_place_dp | 6730 | 485
4_1_cts | 6730 | 485
5_1_grt | 6760 | 485
6_report | 6720 | 485
## layer usage
layer / routed length [microns] / track usage [%]
met5: 0 / 0
met4: 9 / 0.151
met3: 531 / 2.22
met2: 2930 / 14.3
met1: 3320 / 12.5
## worst max-delay path: stages
cell and delay (ps):
clkdlybuf4s50_1 430, fa_1 480, fa_1 420, a21oi_1 220, o32ai_1 140, o211ai_2 330, a21o_1 240, o21ai_2 100
a21o_1 190, a311oi_1 240, clkdlybuf4s50_1 530
## power breakdown
part           switching [mW]  internal [mW]  total (mW)  leakage [nW]
logic                  0.0604         0.0840       0.144          1.21
registers                   0              0           0             0
clock network               0              0           0             0
total                  0.0604         0.0840       0.144          1.21
## path summary, 6_finish.rpt
path / slack, ps / from / to / cells after the start
max: 5140 / a[0] / sum[28] / 11
min: 6720 / cin / sum[0] / 3
## logic make-up (layout without fill, tap and decap cells)
kind of cell / after synthesis / count (layout) / share of synthesized area (%)
AOI/OAI and AO/OA: 105 / 105 / 37.9
and+or+nand+nor: 83 / 83 / 22.9
adders and majority gates: 33 / 33 / 23.1
xor gates and xnor gates: 25 / 25 / 11.8
buffers and inverters: 12 / 105 / 3.85
muxes: 1 / 1 / 0.540
## cell usage in the layout, fill, tap and decap left out, types with 3 or more instances in the layout
| cell type | Yosys | layout |
|---|---|---|
| a211o_1 | 3 | 3 |
| o21ai_0 | 12 | 12 |
| o21bai_1 | 5 | 5 |
| or3_1 | 4 | 4 |
| and3_1 | 4 | 4 |
| a21oi_1 | 34 | 34 |
| xnor2_1 | 10 | 10 |
| a21o_1 | 12 | 12 |
| o211ai_1 | 4 | 4 |
| o21a_1 | 4 | 4 |
| nand2_1 | 23 | 23 |
| nor2_1 | 20 | 20 |
| o21ai_1 | 8 | 8 |
| nand3_1 | 5 | 5 |
| nand4_1 | 8 | 8 |
| a211oi_1 | 6 | 6 |
| o31ai_1 | 3 | 3 |
| nor3_1 | 7 | 7 |
| xor2_1 | 15 | 15 |
| ha_1 | 31 | 31 |
| clkdlybuf4s50_1 | 0 | 98 |
| inv_1 | 6 | 6 |
## layout make-up
cell class	count	area, sq um	area share (%)
multi-input cells	247	1780	60.3
repair buffers	98	981	33.2
inverters	7	26.3	0.889
well taps	133	166	5.63
## synthesized netlist by cell type (all sizes together), types with 5 or more instances
master	number	share of area, %
o21bai	6	2.6
inv	6	1.2
or3	5	2.0
ha	31	21
nor2	20	4.0
nor3	7	1.9
a21o	13	5.3
nand2	25	5.6
o211ai	5	2.3
nand4	9	3.4
o21ai	21	5.9
a21oi	34	9.2
a211oi	6	2.4
nand3	5	1.3
xor2	15	7.1
xnor2	10	4.7
Power is estimated from default activity; no workload was simulated.
